## /design/flow/run.sh

```bash
#!/bin/bash
# OpenROAD 26Q1-2900-gdf79404cd8, Yosys 0.63+post, stock flow scripts
make -C /OpenROAD-flow-scripts/flow DESIGN_CONFIG=/design/flow/config.mk WORK_HOME=/design/flow/orfs finish
```

## /design/flow/config.mk

```make
export PLATFORM = sky130hd
export DESIGN_NAME = fourbit_comparator
export DESIGN_NICKNAME = fourbit_comparator
export VERILOG_FILES = /design/flow/design.v
export SDC_FILE = /design/flow/constraint.sdc
export NUM_CORES = 4
export LEC_CHECK = 1
export CORE_AREA = 10 10 70 70
export DIE_AREA = 0 0 80 80
```

## /design/flow/constraint.sdc

```tcl
current_design fourbit_comparator

set clk_period 1.7
set clk_io_pct 0.2

create_clock -name clk0 -period $clk_period

set non_clock_inputs [all_inputs -no_clocks]
set_input_delay [expr $clk_period * $clk_io_pct] -clock clk0 $non_clock_inputs
set_output_delay [expr $clk_period * $clk_io_pct] -clock clk0 [all_outputs]
```

## /design/flow/design.v

```verilog
module fourbit_comparator (
	input [3:0] A,
	input [3:0] B,
	output eq,
	output gt,
	output lt
);
	wire eq_init = 1'b1, qt_init = 1'b0, lt_init = 1'b0;
	wire eq_32, gt_32, lt_32;
	wire eq_21, gt_21, lt_21;
	wire eq_10, gt_10, lt_10;
	onebit_comparator comp_3 (A[3], B[3], eq_init, gt_init, lt_init, eq_32, gt_32, lt_32);
	onebit_comparator comp_2 (A[2], B[2], eq_32, gt_32, lt_32, eq_21, gt_21, lt_21);
	onebit_comparator comp_1 (A[1], B[1], eq_21, gt_21, lt_21, eq_10, gt_10, lt_10);
	onebit_comparator comp_0 (A[0], B[0], eq_10, gt_10, lt_10, eq, gt, lt);
endmodule
module onebit_comparator (
	input a,
	input b,
	input eq_prev,
	input gt_prev,
	input lt_prev,
	output eq,
	output gt,
	output lt
);
	assign eq = (eq_prev == 1) ? ((a == b) ? 1 : 0) : 0;
	assign gt = (eq_prev == 1) ? ((a > b) ? 1 : 0) : gt_prev;
	assign lt = (eq_prev == 1) ? ((a < b) ? 1 : 0) : lt_prev;
endmodule
```

==> Changelog: implementation <==
### Physical design

- Status: complete, but fails checks
- Failing checks: setup timing
- MaxCap Viol Count: 0
- Core area: between 0.003 and 0.004 mm^2
- DR iter-0 viols: 9
- DRT Pass-1 Iters: 3
- Final hold vios: 0
- Yosys cell count: 26
- P per Cell Area: 243 mW/mm^2
- Largest net degree at the start of global routing: 5
- DR WL met3: ~96 um
- Routed wl met2: ~320 um
- Metal1 wirelength: ~320 um
- Antenna violations before repair: 0
- Post-Route WL: about 740 um
- Buffers on Ports: 11
- Worst-Margin Slew: between 90 and 100 ps
- Wire length of the first global-routing pass: roughly 1.1 mm
- Hold buffer count at cts: 0
- CP arrival: between 1000 and 1500 ps
- Syn. warnings: 1
- CLK BUF: 0
- Final Critical Period: between 1500 and 2000 ps
- Yosys stat chip area: between 200 and 250 um^2
- Worst setup path class: input port to output port
- FMAX: 0.563 GHz
- Fin cells: between 90 and 100
- DRC viols: 0
- Worst setup EP type: output port
- Max-slew headroom: just over 90%
- P&R area growth vs syn: 131%
- Final setup margin: -76.2 ps
- Crit-path cells: buf_6, ha_4, buf_6, and3b_2, o32a_1, buf_2
- All-Layer GR Usage: roughly 2.0%
- DR vias/cell: between 2 and 3
- Share of post-route cells with drive strength above 1: a little under three fifths
- Top layer in use: met3
- FP Util: between 6 and 7%
- Antenna Nets Post-Route: 0
- RSZ-0062 raised after global routing: yes
- Slowest CP cell: o32a_1
- Top-level I/O count: 11
- Synth cell types: 9
- Reg area: 0 um^2
- Total Die Area: between 0.006 and 0.007 mm^2
- Hold Path Class: input port to output port
- Lkg Pwr: ~0.25 nW
- GRT overflow: 0
- Registers: 0
- WL/cell: between 8 and 9 um
- Placer's final routability congestion estimate: a little over 0.7
- Peak VDD IR: 0.0000479 V
- Finished Core Util: 14.1%
- Fill cells: a little under 400
- Most frequent cells in the layout: buf_2 (6), buf_4 (6), inv_1 (5), buf_6 (5)
- Post-Syn Area: 208 um^2
- Crit start category: input port
- Final Slew Violations: 0
- Avg Cell Area, Syn: between 7 and 8 um^2
- Syn Inst Count: 26
- Tcrit/Tclk final: 104%
- Data required, critical path: between 1000 and 1500 ps
- Vias in the first global route: roughly 250
- CP Max Fanout: 4
- Std cell rows: 21
- Seq/Total Area, Yosys: 0%
- Final setup violation count: 2
- CP most frequent cell: buf_6
- Delay-heaviest family, CP: buffers and inverters
- Die Width: ~80 um
- Total Neg Setup Slack: -114 ps
- Worst path max stage delay: 330 ps
- Antenna diodes: 0
- Power Total: roughly 120 uW
- Buf/Inv on CP: 3
- Die height: ~80 um
- Via Count: ~250
- Placed Instances: approximately 86
- Count of tool warnings: 38
-- through the flow --
stage                     hold slack (ps)  cell area (um^2)  setup WS [ps]
after floorplan                       851               208            174
after global placement               1860               398           -812
after detailed placement             1880               398           -830
after CTS                            1260               465          -91.0
after global routing                 1270               480           -116
final                                1230               480          -76.2
-- worst min-delay path, cell delays in order --
cell	delay (ps)
buf_6	100
ha_4	140
nor2_1	70
o32a_1	140
buf_2	90
-- cells in the mapped netlist --
library cell | n | area, um^2
and3b_2 | 1 | 10.0
ha_1 | 8 | 100
o32a_1 | 2 | 20.0
nor2b_1 | 1 | 6.26
inv_1 | 8 | 30.0
nand3_1 | 1 | 5.00
and3b_1 | 1 | 8.76
nor2_1 | 2 | 7.51
o211a_1 | 2 | 20.0
-- final cells by class --
class,instances,area [um^2],share of cell area [%]
inverters,8,32.5,6.77
well taps,46,57.6,12.0
multi-input cells,18,233,48.4
repair buffers,20,158,32.8
-- where the power goes --
part           internal, mW  switching, mW  leakage [nW]
Combinational        0.0725         0.0442         0.253
Clock                     0              0             0
Sequential                0              0             0
Total                0.0725         0.0442         0.253
-- repair_timing --
action	CTS	global route
pin swaps	8	3
setup endpoints to repair	3	2
gates resized	43	6
setup buffers	5	1
-- worst paths after layout --
kind / from / endpoint / slack (ps) / cells after the start
max: B[3] / lt / -80 / 6
min: B[3] / gt / 1230 / 5
-- routing by layer --
layer	vias to the layer above	GRT usage (%)
li1	127	-
met1	113	2.50
met2	7	3.29
met3	0	1.02
met4	0	0
met5	-	0
-- kinds of logic (layout without fill, tap and decap cells) --
group,Yosys count,in the layout,share of synthesized area [%]
compound gates,4,4,19.3
fa+ha+maj,8,8,48.2
buf+inv,8,28,14.5
simple gates,6,6,18.1
Power figures rest on the tool's default switching activity, not on a simulated workload.
