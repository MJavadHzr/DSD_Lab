==> design/flow/design.v <==
module comparator_seq (
	input a,
	input b,
	input reset,
	input clk,
	output eq,
	output gt,
	output lt
);
	reg r_eq, r_gt, r_lt;
	always @ (posedge clk or negedge reset) begin
		if (!reset) begin
			r_eq <= 1;
			r_gt <= 0;
			r_lt <= 0;
		end else begin
			r_eq <= eq;
			r_gt <= gt;
			r_lt <= lt;
		end
	end
	assign eq = (a == b) ? r_eq : 0;
	assign gt = (a > b) ? 1 : ((a == b) ? r_gt : 0);
	assign lt = (a < b) ? 1 : ((a == b) ? r_lt : 0);
endmodule
==> design/flow/run.sh <==
#!/bin/bash
# OpenROAD 26Q1-2900-gdf79404cd8, Yosys 0.63+post, stock flow scripts
make -C /OpenROAD-flow-scripts/flow DESIGN_CONFIG=/design/flow/config.mk WORK_HOME=/design/flow/orfs finish
==> design/flow/config.mk <==
export PLATFORM = sky130hd
export DESIGN_NAME = comparator_seq
export DESIGN_NICKNAME = comparator_seq
export VERILOG_FILES = /design/flow/design.v
export SDC_FILE = /design/flow/constraint.sdc
export NUM_CORES = 4
export LEC_CHECK = 1
export CORE_AREA = 10 10 70 70
export DIE_AREA = 0 0 80 80
==> design/flow/constraint.sdc <==
current_design comparator_seq

set clk_period 1.6
set clk_io_pct 0.2

create_clock -name clk0 -period $clk_period [get_ports {clk}]

set non_clock_inputs [all_inputs -no_clocks]
set_input_delay [expr $clk_period * $clk_io_pct] -clock clk0 $non_clock_inputs
set_output_delay [expr $clk_period * $clk_io_pct] -clock clk0 [all_outputs]
==> job_summary.md <==
### Flow metrics

| Metric | Value |
|---|---|
| Unique masters post-synth | 8 |
| Final hold viol count | 0 |
| Max-slew violations | 0 |
| CTS tree | yes |
| Most frequent cells in the layout | 3 x clkbuf_4, 2 x inv_1, 2 x clkdlybuf4s15_1, 2 x clkbuf_2, 2 x dfrtp_1 |
| YS chip area | 139 µm² |
| CTS sink cnt | 3 |
| Max-Cap Viols | 0 |
| Drt drc | 0 |
| Worst skew pair latency | 0.23 ns |
| VDD IR max | 0.363 mV |
| First-pass GRT wire length | 745 µm |
| PD cells | 874 nW/µm² |
| Sw Share | 22.8% |
| Root Buffer | clkbuf_4 |
| Fmax | 655 MHz |
| Critical R2R Capture | r_eq |
| Setup violations, final | 0 |
| Critical path type | input pin to primary output |
| DRT antenna net count | 0 |
| Layout fillers | 409 |
| Hold Path Class | input pin to asynchronous set/reset pin |
| Total Wirelength | 404 µm |
| Area delta synth->final | 119% |
| Setup crit end kind | primary output |
| Overall die area | 6400 µm² |
| TNS Setup | 0 ns |
| Vias in the first global route | 160 |
| FF-to-FF setup slack | 0.81 ns |
| Slew @ Worst Pin | 0.133 ns |
| Flop pwr share | 32.0% |
| Die X | 80 µm |
| Most numerous logic cell after layout | clkbuf_4 |
| Clk_skew | 0 ns |
| Drt wl/cell | 5.86 µm |
| Gate Area | 80.1 µm² |
| Final Wtd Congestion | 0.595 |
| Slew HR | 91.0% |
| CTS Buf Count | 3 |
| Hold Buf Count CTS | 0 |
| # Post-CTS Setup Buffers | 0 |
| Gr usage total | 1.58% |
| Sequential share of the synthesized area | 55.0% |
| I/O Pins | 7 |
| Grt ovf | 0 |
| Flop area | 76.3 µm² |
| Mapped Cells | 12 |
| Hpwl dp | 309 µm |
| Pleak | 0.124 nW |
| Yosys Instances | 12 |
| Critical Path AT | 1.21 ns |
| Fraction of layout cells with a size suffix above 1 | 56.5% |
| Psw | 0.0000607 W |
| Synth Warn # | 1 |
| Combinational share of power | 18.5% |
| Synthesized cell area | 139 µm² |
| Largest net degree at the start of global routing | 5 |
| Vias | 121 |
| Status | finished clean |
| Int Pwr | 0.000205 W |
| OpenROAD warning count | 26 |
| Core box area | 3420 µm² |
| IO buf count | 6 |
| Antenna Cells | 0 |
| Critical R2R Launch | r_eq |
| Minimum clock period | 1.53 ns |
| Worst setup path end | lt |
| DR iter-0 viols | 0 |
| Worst-path clk slew | 0.03 ns |
| RSZ-0062 raised after global routing | no |
| Die Y | 80 µm |
| Fin worst setup slack | 0.0728 ns |
| Maximum root-to-sink buffer count | 2 |
| Period utilization | 95.4% |
| Crit path from | a |
| Avg Inst Size Synth | 11.6 µm² |
| Worst EP required | 1.28 ns |
| Drt via density | 1.75 |
| Largest fanout on the critical path | 4 |
| H-tree Lvls | 1 |
| R2R cell count | 2 |
| Initial antenna violation count | 0 |
| DR pass1 iterations | 1 |
| #FFs+latches synth | 3 |
| DP Worst Slack | -0.666 ns |
| Num rows | 21 |
| Clk pwr share | 49.6% |
| Worst setup SP type | input pin |
| Hold WS | 0.282 ns |
| Pre-Place Util | 4.07% |
flip-flops by register name, indices dropped and copies added, names as in the netlist:
signal and count:
r_lt 1, r_gt 1, r_eq 1
layer usage:
metal	routed length [µm]	global-route usage, %	vias to the layer above
li1	-	-	59
met1	252	2.27	53
met2	115	1.69	9
met3	37	1.36	0
met4	0	0.176	0
met5	0	0	-
synth_stat cells (all sizes together):
| cell | count | area, µm² |
|---|---|---|
| dfrtp | 2 | 50.1 |
| o21ai | 1 | 5.00 |
| inv | 3 | 11.3 |
| mux2i | 1 | 10.0 |
| nand2 | 1 | 3.75 |
| dfstp | 1 | 26.3 |
| and2 | 1 | 7.51 |
| ha | 2 | 25.0 |
worst min-delay path by stage:
stage	from	to	slack (ns)	cells past startpoint
CTS	reset	r_lt	0.28	1
global route	reset	r_gt	0.28	1
finish	reset	r_gt	0.28	1
kinds of logic (layout without fill, tap and decap cells):
logic type      count (synthesis)  count (layout)  synth area share, %
flops                           3               3                 55.0
buf+inv                         3              14                 8.11
fa+ha+maj                       2               2                 18.0
simple gates                    2               2                 8.11
compound gates                  1               1                 3.60
mux                             1               1                 7.21
what timing repair did:
item | CTS | global route
gates resized | 14 | 5
setup endpoints to repair | 3 | 3
pin swaps | 1 | 1
cloned | 0 | 0
power groups by stage:
stage	logic, W	registers (W)	clock network (W)
6_report	0.0000491	0.0000850	0.000132
5_1_grt	0.0000547	0.0000854	0.000147
4_1_cts	0.0000411	0.0000850	0.000138
worst max-delay path, stage by stage:
cell	delay, ns
clkdlybuf4s15_1	0.20
inv_2	0.05
ha_4	0.29
nand2_1	0.07
o21ai_2	0.07
clkdlybuf4s15_1	0.20
cell type report:
cell class                      instances  area share [%]
Multi-Input combinational cell          6            26.3
Sequential cell                         3            25.1
Tap cell                               46            18.9
Timing Repair Buffer                    7            17.3
Clock buffer                            4            8.64
Inverter                                3            3.70
per-stage QoR:
step / utilization, % / instances / cell area [µm²] / total power, W
after floorplan: - / 12 / 139 / 0.0000972
after global placement: 7.73 / 65 / 264 / 0.000122
after detailed placement: 7.73 / 65 / 264 / 0.000124
after CTS: 8.79 / 69 / 300 / 0.000264
after global routing: 8.90 / 69 / 304 / 0.000287
final: 8.90 / 69 / 304 / 0.000266
Power is estimated from default activity; no workload was simulated.
